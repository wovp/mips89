$ cat flow/constraint.sdc
current_design regfile

set clk_period 11.8
set clk_io_pct 0.2

create_clock -name clk0 -period $clk_period [get_ports {clk}]

set non_clock_inputs [all_inputs -no_clocks]
set_input_delay [expr $clk_period * $clk_io_pct] -clock clk0 $non_clock_inputs
set_output_delay [expr $clk_period * $clk_io_pct] -clock clk0 [all_outputs]
$ cat flow/design.v
`timescale 1ns / 1ps
module regfile(
	input wire clk,
	input wire we3,
	input wire[4:0] ra1,ra2,wa3,
	input wire[31:0] wd3,
	output wire[31:0] rd1,rd2
    );
	reg [31:0] rf[31:0];
	always @(negedge clk) begin
		if(we3) begin
			 rf[wa3] <= wd3;
		end
	end
	assign rd1 = (ra1 != 0) ? rf[ra1] : 0;
	assign rd2 = (ra2 != 0) ? rf[ra2] : 0;
endmodule
$ cat flow/run.sh
#!/bin/bash
# OpenROAD 26Q1-2900-gdf79404cd8, Yosys 0.63+post, stock flow scripts
make -C /OpenROAD-flow-scripts/flow DESIGN_CONFIG=/design/flow/config.mk WORK_HOME=/design/flow/orfs finish
$ cat flow/config.mk
export PLATFORM = sky130hd
export DESIGN_NAME = regfile
export DESIGN_NICKNAME = regfile
export VERILOG_FILES = /design/flow/design.v
export SDC_FILE = /design/flow/constraint.sdc
export NUM_CORES = 4
export LEC_CHECK = 1
export CORE_UTILIZATION = 30
==> writeup.txt <==
With the yosys stat chip area at 0.04708 sq mm, the OpenROAD warning count is 1,030. For reference, the final report shows the hold violation count at 0. Entering global routing, the biggest net connects 106 pins. The most flop-heavy register is rf.

The logs give 2 for the initial antenna violation count and 5.769 ns for the worst hold slack. By area the synthesized netlist is led by edfxtp_1 65%, mux4_2 22%, mux2i_1 3.4%, o22ai_1 1.4%, a22o_1 0.99%. For reference, the placement row count at floorplan is 145. TritonRoute reported its final design rule violation total as 0.

The worst IR drop on VDD came out at 0.0001263 V. The run gives 0 ns as the final total negative setup slack. The netlist uses 40 different library cells.

The tools report the DRC violation total after the first TritonRoute iteration as 1,726. The script logs the mean routed wire length per placed instance as 27.67 microns. The number of nets with antenna violations after routing came out at 0.

The commonest cells after synthesis are 1,024 x edfxtp_1, 465 x mux4_2, 160 x mux2i_1, 105 x o22ai_1, 69 x clkbuf_1. Library cell contributing the largest single delay on the critical path: a2111oi_0. Setup repair after global routing left no endpoint under its margin. The height of the die works out to 398.2 microns.

In the global route stage, overall resource usage came out at 21.32%. Per the final report, max-transition violations number 0. The number of hold buffers added after CTS was 0. Yosys mapped a number of flops with a built-in enable equal to 1,024.

The logs give 113 for the total I/O pin count and 0.1560 sq mm for the placeable core region. Per the hold report, the tightest min-delay path originates at ra2[1]. In the setup report, the worst path falls into the class reg2out.

The run gives 20.55 sq um for the average cell area after synthesis. Traced cell by cell, the critical path runs through mux4_2, a22o_1, a2111oi_0, nor3_1, clkdlybuf4s50_1. The first global-routing pass estimated 224,800 microns of wire. Worst hold path stage count: 4. The worst setup path is launched from a register. The slew of the pin with the lowest slew margin is 1.123 ns, and the area share of the largest cell type after synthesis is 65.31%. The number of optimization iterations in the first detailed-route pass is 16, and the number of global-route vias before repair is 35,945. The arrival time of data at the worst endpoint is listed as 9.25 ns. TritonCTS built the clock tree. The tools report the via count as 29,981. Share of the core filled by cells before placement: 30.17%. The synthesized instance count is 2,291. Number of instances in the placed design: 4,412. The worst setup path is captured at a primary output.

The tools report the number of sinks handled by clock tree synthesis as 1,024. The largest buffer count on any clock path came out at 3. The run gives 0.04708 sq mm for the netlist area before placement.

The CTS clock-pin slew for the worst setup and hold paths came out at 0.04 ns. Buffers added to address setup during post-CTS repair amount to 0. The longest incremental delay of any stage on the critical path is reported as 0.73 ns. Leading cell type by number of instances after synthesis: edfxtp_1.

Per STA, the worst path accumulates the most delay in the family AND-OR/OR-AND gates. The count of input and output buffers was 112. The run gives 0 as the max-cap check violation count. The register with the most flip-flops in the layout has 1,024 of them.

Per the synth stats, the proportion of register bits with asynchronous set or reset is 0%. Summed over all layers, the global routing overflow is 0. The tools report the number of gates resized after CTS as 0. The final layout contains routed wiring with a total length of 156,300 microns. Synthesis warning total: 1. For the die outline area, the log shows 0.1585 sq mm. The number of H-tree levels was 3; the final HPWL from detailed placement was 88,550 microns.

Per Yosys stat, the portion of area used by sequential elements is 65.31%. The filler-free cell count of the finished design is 5,650, and the overall die width is 398.2 microns. The power density of the placed cells is 169.9 mW/mm^2, and the share of layout cells above drive strength 1 is 25.13%. The path class of the tightest hold or removal check is in2out. The number of clock buffers added by TritonCTS is 113. In the final layout, the registers with the most flip-flops are rf x1024.

The final timing report counts setup violations totalling 0. The run finished with clean final reports. The root cell of the clock tree is clkbuf_16. In the routed layout, each cell is associated on average with a via count of 5.306. Between the synthesized netlist and the finished layout, the area growth was recorded as 26.07%.

The run gives 9.44 ns as the endpoint required time on the critical path. The leakage dissipation came out at 22.76 nW. The critical path runs through a total of 5 cells. The biggest area contributor in the post-synthesis netlist is edfxtp_1. The worst path buffer plus inverter count came out at 1.

The number of synthesized register bits is 1,024. RePlAce ended its routability-driven mode at a weighted congestion of 0.8586. The worst slew slack as a fraction of its limit was 24.89%. In this run the worst path has a maximum fanout of 2. Hold analysis lists the worst path endpoint as rd2[12].

Number of standard cells reported by yosys: 2,291. Primary flip-flop cell chosen by synthesis mapping: edfxtp_1.
-- final cells by class --
| cell class | instances | area [sq um] |
|---|---|---|
| Sequential cell | 1024 | 30750 |
| Clock buffer | 113 | 2828 |
| Multi-Input combinational cell | 1071 | 15550 |
| Inverter | 3 | 11.26 |
| Timing Repair Buffer | 255 | 2412 |
| Clock inverter | 1124 | 5223 |
| Antenna cell | 2 | 5.005 |
| Fill cell | 13680 | 96670 |
| Tap cell | 2058 | 2575 |
-- report_power, final --
group          total, mW  internal, mW  switching (mW)
Combinational      0.726         0.320           0.406
Clock               5.26          2.88            2.37
Sequential          4.10          4.08          0.0190
Total               10.1          7.29            2.80
-- worst max-delay path by stage --
stage	start	to	slack, ns
after global routing	rf[11][5]	rd2[5]	0.07
after CTS	rf[11][5]	rd2[5]	0.16
final	rf[11][5]	rd2[5]	0.19
-- logic make-up after synthesis --
group                  count (synthesis)  share of synthesized area (%)
DFF                                 1024                          65.31
muxes                                658                          26.44
AOI/OAI and AO/OA                    264                          4.364
buffers and inverters                196                          2.256
and+or+nand+nor                      149                          1.632
-- tightest hold or removal path: stages --
cell and delay (ns):
buf_4 0.25, mux2i_1 0.22, a2111oi_1 0.10, clkdlybuf4s50_1 0.47
-- through the flow --
stage / instance area (sq um) / utilization (%) / power (mW) / setup slack (ns)
after detailed placement: 51300 / 32.88 / 5.383 / 0.9348
final: 59350 / 38.04 / 10.08 / 0.1938
after floorplan: 47080 / - / 5.047 / 1.106
after global routing: 59350 / 38.04 / 10.69 / 0.06691
after global placement: 51300 / 32.88 / 5.366 / 0.9447
after CTS: 59350 / 38.04 / 10.25 / 0.1615
-- per-layer routing --
metal,part of all wire [%],wire length [microns],track usage [%]
met5,0.11,172,1.090
met4,4.8,7466,11.12
met3,19,29530,20.37
met2,47,72900,30.43
met1,30,46250,19.37
-- cells in the final DEF, fill, tap and decap left out, types with 5 or more instances in the layout --
cell             netlist  layout
mux2i_1              160     160
edfxtp_1            1024    1024
clkbuf_16              0     113
mux2_2                33      33
inv_1                  3    1041
nand2_1                7       7
inv_4                  0      14
a2111oi_0             49      49
o22ai_1              105     105
a22oi_1               16      16
clkdlybuf4s50_1        0     104
clkinv_4               0      10
mux4_2               465     465
buf_12                 0      17
nor2_4                 0      33
a221oi_1               6       6
nand2b_1               6       6
nor2_1                39       6
nor3_1                55      55
a21oi_1                8       8
a2111oi_2              8       8
buf_4                 28     127
a22o_1                53      53
o221ai_1               5       5
nand3b_1               7       7
nor2b_1               13      11
clkinvlp_2             0      22
bufinv_16              0      30
No activity file was given, so power comes from the tool's default toggle rates.
