==> run.sh <==
#!/bin/bash
# OpenROAD 26Q1-2900-gdf79404cd8, Yosys 0.63+post, stock flow scripts
make -C /OpenROAD-flow-scripts/flow DESIGN_CONFIG=/design/flow/config.mk WORK_HOME=/design/flow/orfs finish
==> config.mk <==
export PLATFORM = sky130hd
export DESIGN_NAME = exception
export DESIGN_NICKNAME = exception
export VERILOG_FILES = /design/flow/design.v
export SDC_FILE = /design/flow/constraint.sdc
export NUM_CORES = 4
export LEC_CHECK = 1
export CORE_AREA = 10 10 85 85
export DIE_AREA = 0 0 95 95
==> constraint.sdc <==
current_design exception

set clk_period 11.0
set clk_io_pct 0.2

create_clock -name clk0 -period $clk_period

set non_clock_inputs [all_inputs -no_clocks]
set_input_delay [expr $clk_period * $clk_io_pct] -clock clk0 $non_clock_inputs
set_output_delay [expr $clk_period * $clk_io_pct] -clock clk0 [all_outputs]
==> design.v <==
`timescale 1ns / 1ps
module exception(
	input rst,
	input [31:0] pcM,
	input [6:0] exceptM,
	input wire[31:0] cp0_status,cp0_cause,aluoutM,
	output wire [31:0] excepttype,bad_addr
    );
	assign excepttype = (rst)? 32'h0000_0000:
	                      ((cp0_cause[15:8] & cp0_status[15:8]) != 8'h00 && cp0_status[1] == 1'b0 && cp0_status[0] == 1'b1)? 32'h0000_0001:  
						  (pcM[1:0]!=2'b00)? 32'h0000_0004:  
						  (exceptM[0])? 32'h0000_000e:  
						  (exceptM[1])? 32'h0000_0008:  
						  (exceptM[2])? 32'h0000_0009:  
						  (exceptM[3])? 32'h0000_000a:  
						  (exceptM[4])? 32'h0000_000c:  
						  (exceptM[5])? 32'h0000_0004:  
						  (exceptM[6])? 32'h0000_0005:  
						  32'h0;
	assign bad_addr = (rst)? 32'h0:
					  ((cp0_cause[15:8] & cp0_status[15:8]) != 8'h00 && cp0_status[1] == 1'b0 && cp0_status[0] == 1'b1)? 32'h0:
					  (pcM[1:0]!=2'b00)? pcM:
					  (exceptM[0])? 32'h0:
					  (exceptM[1])? 32'h0:
					  (exceptM[2])? 32'h0:
					  (exceptM[3])? 32'h0:
					  (exceptM[4])? 32'h0:
					  (exceptM[5])? aluoutM:
					  (exceptM[6])? aluoutM:
					  32'h0;
endmodule
==> impl_metrics.env <==
# source this file to load flow results
export IMPL_status="completed"
export IMPL_dp_hpwl_um=4460
export IMPL_rows=27
export IMPL_switching_share_pct=33.2
export IMPL_ant_nets=0
export IMPL_syn2layout_area_growth_pct=99.6
export IMPL_holdPathStages=4
export IMPL_grt_max_degree=37
export IMPL_crit_path_end_kind="output port"
export IMPL_pwr_share_comb_pct=100.0
export IMPL_p_leak_uw=0.000796
export IMPL_flop_area_um2=0
export IMPL_drive_gt1_share_pct=28.6
export IMPL_tool_warnings=78
export IMPL_num_vias=1400
export IMPL_die_area_um2=9030
export IMPL_ys_area_um2=1180
export IMPL_min_period_ns=7.31
export IMPL_cts_hold_buf=0
export IMPL_crit_arrival_ns=5.11
export IMPL_antenna_found_initial=0
export IMPL_ir_worst_vdd_mv=0.0133
export IMPL_ios=200
export IMPL_power_switching_uw=25.7
export IMPL_fin_hold_ws_ns=5.37
export IMPL_worst_pin_slew_ns=0.917
export IMPL_synth_seq_share_pct=0
export IMPL_max_slew_margin_pct=38.9
export IMPL_yosys_warnings=0
export IMPL_min_delay_worst_endpoint="bad_addr[0]"
export IMPL_cap_viol_max_count=0
export IMPL_critical_path_cell_chain="clkdlybuf4s50_1 -> or2_2 -> buf_4 -> nor4_4 -> buf_4 -> a21oi_1 -> nor3_1 -> clkdlybuf4s50_1"
export IMPL_vias_per_cell=4.42
export IMPL_avgSynthCellArea_um2=9.10
export IMPL_nClkBuffers=0
export IMPL_wl_per_cell_um=16.7
export IMPL_setup_viol_count_final=0
export IMPL_power_density_nw_per_um2=32.8
export IMPL_worst_setup_path_type="primary input to output port"
export IMPL_slowest_stage="nor4_4"
export IMPL_period_used_pct=66.5
export IMPL_routed_wirelength_um=5300
export IMPL_internal_power_uw=51.7
export IMPL_slowest_delay_ns=0.64
export IMPL_post_cts_buffers=0
export IMPL_largest_area_cell="a22oi_2"
export IMPL_rsz0062_at_grt="false"
export IMPL_dp_cells=317
export IMPL_flops=0
export IMPL_tns_ns=0
export IMPL_synth_cell_types=24
export IMPL_yosys_top_cells_count="a22oi_2 (30), nor3_2 (30), buf_4 (29)"
export IMPL_path_max_fanout=35
export IMPL_synth_cells=130
export IMPL_yosysCellCount=130
export IMPL_min_path_type="primary input to output port"
export IMPL_grt_pass1_vias=1407
export IMPL_critPathRequiredTime_ns=8.80
export IMPL_gr_usage_all_layers_pct=10.2
export IMPL_worstHoldStart="aluoutM[0]"
export IMPL_overflow=0
export IMPL_final_cells=317
export IMPL_yosys_area_top_type_share_pct=31.7
export IMPL_drtPass1Iterations=4
export IMPL_drc=0
export IMPL_die_height_um=95
export IMPL_io_buffers=126
export IMPL_pwr_share_clk_pct=0
export IMPL_grt_pass1_wl_um=7470
export IMPL_hold_violations=0
export IMPL_synth_area_um2=1180
export IMPL_first_iter_violations=24
export IMPL_drv_slew=0
export IMPL_fmax_mhz=137
export IMPL_cts_resized=0
export IMPL_p_seq_share_pct=0
export IMPL_core_area_um2=5470
export IMPL_fp_utilization_pct=21.6
export IMPL_place_gp_congestion=0.797
export IMPL_start_kind="primary input"
export IMPL_die_x_um=95
export IMPL_diodes=0
export IMPL_top_cells_by_area="a22oi_2 (32%), nor3_2 (25%), buf_4 (18%)"
[cell type report]
| cell class | count | area (um^2) |
|---|---|---|
| Tap cell | 72 | 90.1 |
| Fill cell | 564 | 3110 |
| Inverter | 1 | 3.75 |
| Multi-Input combinational cell | 114 | 980 |
| Timing Repair Buffer | 130 | 1290 |
[worst max-delay path: cells and delay by family]
family | cells | cell delay [ns]
buffers and inverters | 4 | 1.70
and+or+nand+nor | 3 | 1.07
AOI/OAI and AO/OA | 1 | 0.12
[kinds of logic after synthesis]
group	share of synthesized area (%)
AND-OR/OR-AND	38.5
buffers and inverters	26.7
other	0.317
AND/OR/NAND/NOR	34.5
[worst max path at each step]
stage,startpoint,endpoint,slack (ns)
CTS,pcM[0],bad_addr[1],3.62
global route,pcM[0],bad_addr[1],3.50
finish,pcM[0],bad_addr[1],3.69
[power by group through the flow]
| stage | Sequential (uW) | Combinational [uW] | Clock, uW |
|---|---|---|---|
| final | 0 | 77.3 | 0 |
| after global routing | 0 | 83.5 | 0 |
| after CTS | 0 | 79.2 | 0 |
[cells in the final DEF (no fill, tap or decap), drive strengths merged]
master / count
or4: 1
a21oi: 3
buf: 5
conb: 28
nor4: 4
nor4b: 1
nor2: 3
a22o: 1
or2: 1
clkdlybuf4s50: 125
o21ba: 1
a221oi: 1
nor3: 36
o21bai: 1
a22oi: 32
inv: 1
a311oi: 1
[layer usage]
layer / track usage, % / vias to the layer above / share of wire, %
li1: - / 676 / -
met1: 14.1 / 624 / 44
met2: 15.3 / 100 / 42
met3: 4.25 / 0 / 13
met4: 0 / 0 / 0
met5: 0 / - / 0
[stage by stage]
stage	utilization [%]	setup slack [ns]	power, uW	instance area (um^2)
final	43.1	3.69	77.3	2360
after global routing	43.1	3.50	83.5	2360
after CTS	43.1	3.62	79.2	2360
after detailed placement	43.1	3.61	78.9	2360
after global placement	43.1	3.63	78.9	2360
after floorplan	-	5.38	33.1	1280
Power figures rest on the tool's default switching activity, not on a simulated workload.
